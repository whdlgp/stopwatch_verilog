==> design.v <==
module bin2bcd
(
	input [7:0] binary,
	output reg [3:0] Hundreds,
	output reg [3:0] Tens,
	output reg [3:0] Ones
);
integer i;
always @(binary)
begin
	Hundreds = 4'b0;
	Tens = 4'b0;
	Ones = 4'b0;
	for(i=7; i>=0; i=i-1)
	begin
		if(Hundreds >= 5)
			Hundreds = Hundreds + 3;
		if(Tens >= 5)
			Tens = Tens + 3;
		if(Ones >= 5)
			Ones = Ones + 3;
		Hundreds = Hundreds << 1;
		Hundreds[0] = Tens[3];
		Tens = Tens << 1;
		Tens[0] = Ones[3];
		Ones = Ones << 1;
		Ones[0] = binary[i];
	end
end
endmodule
module buttonStateMachine
(
	input mclk,
	input b0,
	input b1,
	input b2,
	input reset,
	output run,
	output b1pos,
	output b2pos,
	output resetAll
);
reg b0Delayed0 = 1'b0;
reg b0Delayed1 = 1'b0;
reg b0Delayed2 = 1'b0;
wire posedgeDetect0;
reg rsDelayed0 = 1'b0;
reg rsDelayed1 = 1'b0;
reg rsDelayed2 = 1'b0;
wire posedgeDetectrs;
always @(posedge mclk)
begin
	rsDelayed0 <= reset;
	rsDelayed1 <= rsDelayed0;
	rsDelayed2 <= rsDelayed1;
	if(rsDelayed2 == 1'b1)
	begin
		b0Delayed0 <= 1'b0;
		b0Delayed1 <= 1'b0;
		b0Delayed2 <= 1'b0;
	end
	else
	begin
		b0Delayed0 <= b0;
		b0Delayed1 <= b0Delayed0;
		b0Delayed2 <= b0Delayed1;
	end
end
assign posedgeDetect0 = ~b0Delayed2 & b0Delayed1;
assign b1pos = b1;
assign b2pos = b2;
reg runState = 1'b0;
always @(posedge mclk)
begin
	if(rsDelayed2 == 1'b1)
	begin
		runState <= 1'b0;
	end
	else
	begin
		if(posedgeDetect0)  
		begin
			runState <= ~runState;
		end
	end
end
assign run = runState;  
assign resetAll = rsDelayed2;  
endmodule
module ledbar
(
	input mclk,
	input b1,
	input reset,
	input run,
	output reg [3:0] led = 4'b0000
);
reg b1Delayed0 = 1'b0;
reg b1Delayed1 = 1'b0;
reg b1Delayed2 = 1'b0;
wire posedgeDetect1;
assign posedgeDetect1 = ~b1Delayed2 & b1Delayed1;
reg [19:0] clk100hz = 20'h0_0000;
reg [2:0] ledState = 3'h0;
always @(posedge mclk)
begin
	if(reset == 1'b1)
	begin
	led <= 4'b0000;
	clk100hz <= 20'h0_0000;
	ledState <= 3'h0;
	b1Delayed0 <= 1'b0;
	b1Delayed1 <= 1'b0;
	b1Delayed2 <= 1'b0;
	end
	else
	begin
		b1Delayed0 <= b1;
		b1Delayed1 <= b1Delayed0;
		b1Delayed2 <= b1Delayed1;
		if(run == 1'b1)
		begin
			clk100hz <= clk100hz + 20'h0_0001;
			if(clk100hz >= 20'h3_0D40)  
			begin
				clk100hz <= 20'h0_0000;
				case (ledState[2:0])
					3'h0:
					begin
						led <= 4'b0001;
						ledState <= 3'h1;
					end
					3'h1:
					begin
						led <= 4'b0011;
						ledState <= 3'h2;
					end
					3'h2:
					begin	
						led <= 4'b0111;
						ledState <= 3'h3;
					end
					3'h3:
					begin
						led <= 4'b1111;
						ledState <= 3'h4;
					end
					default:
					begin
						led <= 4'b0000;
						ledState <= 3'h0;
					end
				endcase
			end
		end
		else
		begin
			if(posedgeDetect1)
			begin
				led <= 4'b0000;
				clk100hz <= 20'h0_0000;
				ledState <= 3'h0;
			end
		end
	end
end
endmodule
module seg7Display
(
	input mclk,
	input reset,
	input run,
	input b2Posedge,
	input [7:0] min,  
	input [7:0] sec,  
	input [7:0] mil,  
	output [6:0] minHigh,  
	output [6:0] minLow,  
	output [6:0] secHigh,  
	output [6:0] secLow,  
	output [6:0] milHigh,  
	output [6:0] milLow  
);
reg laptimeState = 1'b0;  
reg [7:0] minBuf = 8'b0000_0000;  
reg [7:0] secBuf = 8'b0000_0000;  
reg [7:0] milBuf = 8'b0000_0000;  
reg [7:0] outputMin = 8'b0000_0000;
reg [7:0] outputSec = 8'b0000_0000;
reg [7:0] outputMil = 8'b0000_0000;
reg b2Delayed0 = 1'b0;
reg b2Delayed1 = 1'b0;
reg b2Delayed2 = 1'b0;
wire posedgeDetect2;
assign posedgeDetect2 = ~b2Delayed2 & b2Delayed1;
always @(posedge mclk)
begin
	if(reset == 1'b1)
	begin
		laptimeState = 1'b0;  
		minBuf = 8'b0000_0000;  
		secBuf = 8'b0000_0000;  
		milBuf = 8'b0000_0000;  
		outputMin = 8'b0000_0000;
		outputSec = 8'b0000_0000;
		outputMil = 8'b0000_0000;
		b2Delayed0 = 1'b0;
		b2Delayed1 = 1'b0;
		b2Delayed2 = 1'b0;
	end
	else
	begin
		b2Delayed0 <= b2Posedge;
		b2Delayed1 <= b2Delayed0;
		b2Delayed2 <= b2Delayed1;
		if(posedgeDetect2 && (run == 1'b1))
		begin
			laptimeState = 1'b1;
			minBuf[7:0] <= min[7:0];
			secBuf[7:0] <= sec[7:0];
			milBuf[7:0] <= mil[7:0];
		end
		if((run == 1'b1) && (laptimeState == 1'b1))  
		begin
			outputMin[7:0] <= minBuf[7:0];
			outputSec[7:0] <= secBuf[7:0];
			outputMil[7:0] <= milBuf[7:0];
		end
		else if(run == 1'b0)  
		begin
			laptimeState <= 1'b0;
			outputMin[7:0] <= min[7:0];
			outputSec[7:0] <= sec[7:0];
			outputMil[7:0] <= mil[7:0];
		end
		else  
		begin
			outputMin[7:0] <= min[7:0];
			outputSec[7:0] <= sec[7:0];
			outputMil[7:0] <= mil[7:0];
		end
	end
end
seg7dec2 minseg(.val(outputMin), .highDigit(minHigh), .lowDigit(minLow));  
seg7dec2 secseg(.val(outputSec), .highDigit(secHigh), .lowDigit(secLow));  
seg7dec2 milseg(.val(outputMil), .highDigit(milHigh), .lowDigit(milLow));  
endmodule
module seg7dec 
(
	input [3:0] val,
	output reg [6:0] seg  
);
always @(*)
begin
	case (val[3:0])
		4'h0: seg[6:0] = 7'b111_1110;
		4'h1: seg[6:0] = 7'b011_0000;
		4'h2: seg[6:0] = 7'b110_1101;
		4'h3: seg[6:0] = 7'b111_1001;
		4'h4: seg[6:0] = 7'b011_0011;
		4'h5: seg[6:0] = 7'b101_1011;
		4'h6: seg[6:0] = 7'b101_1111;
		4'h7: seg[6:0] = 7'b111_0010;
		4'h8: seg[6:0] = 7'b111_1111;
		4'h9: seg[6:0] = 7'b111_1011;
		4'hA: seg[6:0] = 7'b111_0111;
		4'hB: seg[6:0] = 7'b111_1111;
		4'hC: seg[6:0] = 7'b100_1110;
		4'hD: seg[6:0] = 7'b111_1110;
		4'hE: seg[6:0] = 7'b100_1111;
		default: seg[6:0] = 7'b100_0111;  
	endcase
end
endmodule
module seg7dec2
(
	input [7:0] val,
	output [6:0] highDigit,
	output [6:0] lowDigit
);
wire [3:0] hundreds;
wire [3:0] tens;
wire [3:0] ones;
bin2bcd bcd(.binary(val), .Hundreds(hundreds), .Tens(tens), .Ones(ones));
seg7dec high(.val(tens), .seg(highDigit));
seg7dec low(.val(ones), .seg(lowDigit));
endmodule
module timer
(
	input mclk,
	input reset,
	input run,
	input b1Posedge,
	output reg [7:0] minute = 8'b0,
	output reg [7:0] second = 8'b0,
	output reg [7:0] ms10 = 8'b0
);
reg b1Delayed0 = 1'b0;
reg b1Delayed1 = 1'b0;
reg b1Delayed2 = 1'b0;
wire posedgeDetect1;
assign posedgeDetect1 = ~b1Delayed2 & b1Delayed1;
reg resetState = 1'b0;
reg [19:0] clk100hz = 20'h0_0000;
always @(posedge mclk)
begin
	if(reset == 1'b1)  
	begin
		b1Delayed0 = 1'b0;
		b1Delayed1 = 1'b0;
		b1Delayed2 = 1'b0;
		resetState = 1'b0;
		clk100hz = 20'h0_0000;
		minute[7:0] <= 8'b0000_0000;
		second[7:0] <= 8'b0000_0000;
		ms10[7:0] <= 8'b0000_0000;
	end
	else
	begin
		b1Delayed0 <= b1Posedge;
		b1Delayed1 <= b1Delayed0;
		b1Delayed2 <= b1Delayed1;
		if((run == 1'b0) && posedgeDetect1)
		begin
			resetState <= 1'b1;
		end
		if((run == 1'b0) && (resetState == 1'b1))  
		begin
			minute[7:0] <= 8'b0000_0000;
			second[7:0] <= 8'b0000_0000;
			ms10[7:0] <= 8'b0000_0000;
			resetState <= 1'b0;
			clk100hz <= 20'h0_0000;
		end
		else if(run == 1'b1) 
		begin
			clk100hz <= clk100hz + 20'h0_0001;
			if(clk100hz >= 20'h0_2710)  
			begin
				clk100hz <= 20'h0_0000;
				if(minute == 8'b0110_0100)  
				begin
					minute[7:0] <= 8'b0000_0000;
				end
				if(second == 8'b0011_1100)  
				begin
					minute[7:0] <= minute[7:0] + 8'b1;
					second[7:0] <= 8'b0000_0000;
				end
				if(ms10 == 8'b0110_0011)  
				begin
					second[7:0] <= second[7:0] + 8'b1;
					ms10[7:0] <= 8'b0000_0000;
				end
				else
				begin
					ms10[7:0] <= ms10[7:0] + 8'b1;
				end
			end
		end
	end
end
endmodule
module watch
(
	input mclk,
	input b0,
	input b1,
	input b2,
	input reset,
	output [6:0] segMin1,  
	output [6:0] segMin2,  
	output [6:0] segSec1,  
	output [6:0] segSec2,  
	output [6:0] segmil1,  
	output [6:0] segmil2,  
	output [3:0] led
);
wire runState;
wire b1Posedge;
wire b2Posedge;
wire resetAll;
wire resetin;
assign resetin = ~reset;
buttonStateMachine bsm(	.mclk(mclk), .b0(b0), .b1(b1), .b2(b2), .reset(resetin)
						, .run(runState), .b1pos(b1Posedge), .b2pos(b2Posedge), .resetAll(resetAll));
wire [7:0] min;  
wire [7:0] sec;  
wire [7:0] mil;  
timer gettimer(	.mclk(mclk), .reset(resetAll)
				, .run(runState), .b1Posedge(b1Posedge)
				, .minute(min), .second(sec), .ms10(mil));  
ledbar ledb(.mclk(mclk), .b1(b1Posedge), .reset(resetAll), .run(runState), .led(led));
seg7Display seg(.mclk(mclk), .reset(resetAll)
				, .run(runState), .b2Posedge(b2Posedge)  
				, .min(min), .sec(sec), .mil(mil)  
				, .minHigh(segMin1), .minLow(segMin2)  
				, .secHigh(segSec1), .secLow(segSec2)
				, .milHigh(segmil1), .milLow(segmil2));
endmodule
==> run.sh <==
#!/bin/bash
# OpenROAD 26Q1-2900-gdf79404cd8, Yosys 0.63+post, stock flow scripts
make -C /OpenROAD-flow-scripts/flow DESIGN_CONFIG=/design/flow/config.mk WORK_HOME=/design/flow/orfs finish
==> config.mk <==
export PLATFORM = sky130hd
export DESIGN_NAME = watch
export DESIGN_NICKNAME = watch
export VERILOG_FILES = /design/flow/design.v
export SDC_FILE = /design/flow/constraint.sdc
export NUM_CORES = 4
export LEC_CHECK = 1
export CORE_UTILIZATION = 30
==> constraint.sdc <==
current_design watch

set clk_period 9.2
set clk_io_pct 0.2

create_clock -name clk0 -period $clk_period [get_ports {mclk}]

set non_clock_inputs [all_inputs -no_clocks]
set_input_delay [expr $clk_period * $clk_io_pct] -clock clk0 $non_clock_inputs
set_output_delay [expr $clk_period * $clk_io_pct] -clock clk0 [all_outputs]
==> notes.md <==
Reports from this run.

- The final timing summary puts the cycle share of the worst path at a little over nine tenths.
- The most frequent cell on the critical path is sky130_fd_sc_hd__ha_1.
- The wire length of the first global-routing pass is 36560 um.
- The total die size is ~34000 um2.
- Detailed routing inserted a total of roughly 9000 vias.
- The highest-count logic cell in the final layout is sky130_fd_sc_hd__nand2_1.
- Counting endpoints that fail hold in the final report gives 0.
- Summed over all layers, the global routing overflow is 0.
- Yosys mapped the design onto 99 distinct sky130hd cell types.
- The H-tree was split into 4 levels.
- The transition time of the tightest slew-check pin is 797.1 ps.
- The number of buffers inserted by port buffering is around 50.
- The number of antenna diodes in the final layout is 0.
- The gate count after technology mapping is roughly 1300.
- The analysis attributes to cell leakage a power of roughly 4.2 nW.
- In this run the worst hold path is classified as reg2reg.
- The pin count of the biggest net entering global routing reads between 60 and 70.
- The source-to-sink clock delay at the later pin of the worst-skew pair reads about 400 ps.
- Per the Yosys statistics, synthesis produced roughly 1300 cells.
- The largest clock skew in the final design is 7.047 ps.
- The maximum buffer depth of the clock tree reads 2.
- The highest cell delay on the worst timing path is ~450 ps.
- The number of remaining DRC errors is 0.
- The fraction of post-synthesis cell area in the top cell type by area is a little over a quarter.
- The average wire per standard cell is about 12 um.
- For this design, the slowest cell found on the critical path is sky130_fd_sc_hd__mux4_2.
- For reference, the final report shows the max-slew violation count at 0.
- TritonCTS built the clock tree.
- The clock-pin slew on the worst setup and hold paths reads 60 ps.
- The CTS sink count is between 100 and 150.
- Relative to the synthesized area, the layout overhead comes to 17.08%.
- The maximum fanout along the worst path reads 7.
- The routability-driven placement congestion ratio is between 0.8 and 0.9.
- The worst slack at placement reads 259.9 ps.
- For this run, the final setup violation count is recorded as 0.
- Across the run, the number of max-cap violations was 0.
- The count of nets left with antenna violations after detail routing reads 0.
- The peak supply drop reads around 0.00013 V.
- The mapped netlist covers between 9000 and 10000 um2.
- The row count reads approximately 66.
- In this run the mean area of a mapped cell was approximately 7.6 um2.
- The fraction of registers with async set/reset reads 0%.
- The chip area line in the Yosys stat output reads roughly 9900 um2.
- For this design, the CTS-stage hold fixing added 0 buffers.
- The maximum clock frequency reads between 0.1 and 0.15 GHz.
- The routed wire length is between 20000 and 25000 um.
- The placeable core area reads approximately 32000 um2.
- The proportion of layout cells with a drive suffix above 1 reads a little over a tenth.
- In the layout the commonest cells are sky130_fd_sc_hd__nand2_1 (186), sky130_fd_sc_hd__nor2_1 (151), sky130_fd_sc_hd__dfxtp_1 (132).
- The initial antenna violation count was 0.
- The floorplan core density is ~30%.
- The flow ran to the end, and the final reports show no timing, DRC or antenna violations.
- The HPWL after detailed placement is 14620 um.
- The overall die width reads roughly 180 um.
- The worst endpoint required time reads ~7400 ps.
- The placed instance area is ~11000 um2.
- Ranked by total cell area, the synthesized netlist is headed by sky130_fd_sc_hd__dfxtp_1 (27%), sky130_fd_sc_hd__ha_1 (8.9%), sky130_fd_sc_hd__nand2_1 (7.1%).
- The global-route usage over all layers reads around 13%.
- After detailed routing, the number of vias per cell comes to 5.003.
- The via count of the first global-routing pass reads just over 8000.
- The worst endpoint data arrival time is a little under 7000 ps.
- Pin placement for this block handled between 50 and 60 I/O pins.
- The number of optimization iterations in the first detailed-route pass reads 5.
- The Yosys warning count reads 6.
- In the setup report, the worst path falls into the class reg2out.
- The vertical die size reads around 180 um.
- The number of warning messages in the logs reads about 67.
- The cell at the root of the clock tree reads sky130_fd_sc_hd__clkbuf_16.
- The post-synthesis sequential area ratio reads ~27%.
- The type of element capturing the critical path reads a primary output.
- The least setup slack across all paths after layout is about 460 ps.
- Among all flip-flop cells after synthesis, the most frequent one is sky130_fd_sc_hd__dfxtp_1.
- The time the worst path needs with I/O delays and setup is slightly below 9000 ps.
- The worst pin sits at a relative slew slack of 45.34%.
- The post-synth register bit count is approximately 130.
- Setup repair after global routing could not meet its margin everywhere.
- The final design instance area without fill reads about 12000 um2.
- The count of flip-flops with a built-in enable after synthesis reads 0.
- The type of origin of the critical path is a flop.
- Buffers inserted during clock tree synthesis total 17.
- The first routing iteration left roughly 650 violations.
- The power density over cell area reads 109.5 nW/um2.
- The top cell type by total area after synthesis is sky130_fd_sc_hd__dfxtp_1.
-- layer usage --
| metal | global-route usage [%] | vias to the layer above | part of all wire, % |
|---|---|---|---|
| met1 | 19.22 | 4111 | 53 |
| met5 | 0 | - | 0 |
| met3 | 1.111 | 22 | 2.7 |
| met2 | 20.12 | 123 | 43 |
| met4 | 1.567 | 0 | 1.2 |
| li1 | - | 4730 | - |
-- cell type report --
| cell class | count | area (um2) |
|---|---|---|
| Fill cell | 3223 | 20880 |
| Multi-Input combinational cell | 1052 | 6843 |
| Sequential cell | 133 | 2664 |
| Timing Repair Buffer | 76 | 695.7 |
| Tap cell | 442 | 553.0 |
| Clock buffer | 20 | 456.7 |
| Inverter | 61 | 229.0 |
| Clock inverter | 12 | 130.1 |
-- cell usage after synthesis (14+ instances only) --
cell type / n
sky130_fd_sc_hd__a211oi_1: 14
sky130_fd_sc_hd__a21oi_1: 121
sky130_fd_sc_hd__a31oi_1: 17
sky130_fd_sc_hd__and3_1: 22
sky130_fd_sc_hd__clkbuf_1: 45
sky130_fd_sc_hd__dfxtp_1: 133
sky130_fd_sc_hd__ha_1: 70
sky130_fd_sc_hd__inv_1: 57
sky130_fd_sc_hd__mux2i_1: 27
sky130_fd_sc_hd__nand2_1: 186
sky130_fd_sc_hd__nand3_1: 39
sky130_fd_sc_hd__nand4_1: 14
sky130_fd_sc_hd__nor2_1: 151
sky130_fd_sc_hd__nor2b_1: 24
sky130_fd_sc_hd__nor3_1: 23
sky130_fd_sc_hd__o21ai_0: 56
sky130_fd_sc_hd__xnor2_1: 22
sky130_fd_sc_hd__xor2_1: 26
-- sequential cells by signal (all words and copies together), names as in the netlist, 2 cells and up --
register,cells
seg.milBuf,8
seg.outputMin,8
ledb.ledState,2
ledb.led,4
seg.outputSec,8
ledb.clk100hz,20
seg.outputMil,8
gettimer.ms10,8
gettimer.second,8
seg.minBuf,8
gettimer.minute,8
seg.secBuf,8
gettimer.clk100hz,20
-- path summary, 6_finish.rpt --
| check | start | endpoint | slack, ps | cells past startpoint |
|---|---|---|---|---|
| worst max-delay path | seg.outputMin[5] | segMin1[3] | 460 | 33 |
| worst min-delay path | bsm.rsDelayed1 | bsm.rsDelayed2 | 320 | 0 |
| worst max register to register | gettimer.clk100hz[14] | gettimer.second[5] | 6170 | 9 |
| worst min register to register | bsm.rsDelayed1 | bsm.rsDelayed2 | 320 | 0 |
-- critical path: cells and delay by family (launching register included) --
family | cells | cell delay, ps
DFF | 1 | 420
xor gates and xnor gates | 4 | 860
adders and majority gates | 8 | 1740
muxes | 2 | 620
and+or+nand+nor | 6 | 820
buffers and inverters | 8 | 1050
AOI/OAI and AO/OA | 5 | 1000
-- report_power, final --
part | internal, mW | total [mW] | switching, mW
Combinational | 0.00782 | 0.0266 | 0.0188
Clock | 0.412 | 0.656 | 0.244
Sequential | 0.580 | 0.584 | 0.00452
Total | 1.00 | 1.27 | 0.268
-- cells by family (layout without fill, tap and decap cells) --
kind of cell,after synthesis,count (layout),share of synthesized area (%)
fa+ha+maj,70,70,8.862
xor+xnor,50,50,4.583
buf+inv,124,169,5.228
compound gates,353,353,24.29
mux,43,43,4.773
flops,133,133,26.94
simple gates,536,536,25.32
-- repair_timing --
| action | CTS | global route |
|---|---|---|
| gates resized | 3 | 23 |
| setup endpoints to repair | 2 | 18 |
| pin swaps | 0 | 5 |
| buffers inserted | 0 | 11 |
-- metrics by stage --
stage               hold WS [ps]  util (%)  setup TNS, ps  total power [mW]  cells
CTS                        325.1     35.03              0             1.283   1785
global route               331.2     35.65         -96.32             1.312   1796
finish                     324.7     35.65              0             1.267   1796
floorplan                  309.6         -              0            0.6147   1309
detailed placement         312.1     33.19              0            0.6237   1753
global placement           313.7     33.19              0            0.6235   1753
Power figures rest on the tool's default switching activity, not on a simulated workload.
